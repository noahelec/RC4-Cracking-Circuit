==> /design/flow/design.v <==
module shuffle(
    input logic start,         
    input logic clk,           
    input logic reset_n,       
    input logic [7:0] q,       
    input logic [23:0] secret_key,  
    output logic [7:0] data,   
    output logic [7:0] address,  
    output logic finish,       
    output logic wren          
);
    logic [4:0] state  ;
    logic [7:0] temp_val_i, temp_addr_i, temp_val_j, temp_addr_j;
    parameter idle = 5'b00000;        
    parameter wait_s_i = 5'b00100;    
    parameter read_s_i = 5'b01000;    
    parameter wait_s_j = 5'b01100;    
    parameter read_s_j = 5'b10000;    
    parameter write_s_ij = 5'b00010;  
    parameter counting = 5'b01010;    
    parameter done = 5'b00001;        
    assign finish = state[0];
    assign wren = state[1];
    always_ff @(posedge clk or negedge reset_n)
        if (!reset_n) 
            state <= idle;
        else 
            case (state)
                idle: 
                    if (start) begin
                        state <= read_s_i;
                        data <= 0;
                        address <= 0;
                    end else begin    
                        state <= idle;
                        data <= 0;
                        address <= 0;
                        temp_val_i <= 0;
                        temp_addr_i <= 0;
                        temp_val_j <= 0;
                        temp_addr_j <= 0;
                    end
                wait_s_i: 
                    state <= read_s_i;
                read_s_i: 
                    begin
                        state <= wait_s_j;
                        temp_val_i <= q;
                        temp_addr_i <= address;
                        case (address % 3)
                            8'd0: 
                                begin
                                    temp_addr_j <= temp_addr_j + q + secret_key[23:16];
                                    address <= temp_addr_j + q + secret_key[23:16];
                                end
                            8'd1: 
                                begin
                                    temp_addr_j <= temp_addr_j + q + secret_key[15:8];
                                    address <= temp_addr_j + q + secret_key[15:8];
                                end
                            8'd2: 
                                begin    
                                    temp_addr_j <= temp_addr_j + q + secret_key[7:0];
                                    address <= temp_addr_j + q + secret_key[7:0];
                                end
                            default: 
                                begin
                                    temp_addr_j <= temp_addr_j + q + 0;
                                    address <= temp_addr_j + q + 0;
                                end
                        endcase
                    end
                wait_s_j: 
                    state <= read_s_j;
                read_s_j: 
                    begin
                        state <= write_s_ij; 
                        data <= temp_val_i;
                        temp_val_j <= q;
                    end
                write_s_ij: 
                    begin
                        state <= counting; 
                        data <= temp_val_j;
                        address <= temp_addr_i;
                    end    
                counting: 
                    if (address >= 8'd255) begin    
                        state <= done;
                        data <= 0;
                        address <= 0;
                    end else begin
                        state <= wait_s_i;
                        address <= address + 1'b1;
                    end
                done: 
                    begin
                        state <= idle;
                        data <= 0;
                        address <= 0;
                        temp_val_i <= 0;
                        temp_addr_i <= 0;
                        temp_val_j <= 0;
                        temp_addr_j <= 0;
                    end
                default: 
                    begin 
                        state <= idle;
                        data <= 0;
                        address <= 0;
                        temp_val_i <= 0;
                        temp_addr_i <= 0;
                        temp_val_j <= 0;
                        temp_addr_j <= 0;
                    end
            endcase
endmodule
==> /design/flow/run.sh <==
#!/bin/bash
# OpenROAD 26Q1-2900-gdf79404cd8, Yosys 0.63+post, stock flow scripts
make -C /OpenROAD-flow-scripts/flow DESIGN_CONFIG=/design/flow/config.mk WORK_HOME=/design/flow/orfs finish
==> /design/flow/config.mk <==
export PLATFORM = sky130hd
export DESIGN_NAME = shuffle
export DESIGN_NICKNAME = shuffle
export VERILOG_FILES = /design/flow/design.v
export SDC_FILE = /design/flow/constraint.sdc
export NUM_CORES = 4
export LEC_CHECK = 1
export CORE_UTILIZATION = 30
==> /design/flow/constraint.sdc <==
current_design shuffle

set clk_period 6.7
set clk_io_pct 0.2

create_clock -name clk0 -period $clk_period [get_ports {clk}]

set non_clock_inputs [all_inputs -no_clocks]
set_input_delay [expr $clk_period * $clk_io_pct] -clock clk0 $non_clock_inputs
set_output_delay [expr $clk_period * $clk_io_pct] -clock clk0 [all_outputs]
==> summary.txt <==
Entry: Yosys synthesis followed by OpenROAD place and route.

Floorplan:
- The run puts the floorplan die height at 120 um.
- The run gives the number of top-level pins as 53.
- In the floorplan report the effective utilization is about 31%.
- The run gives the area of the core region as ~13000 um^2.
- The floorplan step defined a die boundary enclosing between 10000 and 15000 um^2.
- The run gives the width of the die as 120 um.
- The run gives the number of standard-cell rows in the floorplan as roughly 42.

Clock network:
- The run gives the maximum level of the CTS H-tree as 2.
- The run gives the sink count of the clock tree as approximately 53.
- In the CTS report, the clock slew at the register clock pins of the worst setup and hold paths is listed as roughly 0.070 ns.
- The run gives the number of CTS-inserted buffers as 5.
- The run puts the clock latency on the worst-skew pair at between 0.2 and 0.3 ns.
- TritonCTS built the clock tree.
- The run puts the maximum clock path buffer count at 2.
- The tree is rooted in a sky130_fd_sc_hd__clkbuf_16.

Final timing:
- Across all setup checks in the final design, the least slack found is -0.0769 ns.
- The run gives the final worst-path cycle share as 101%.
- The run puts the final tally of max-slew violations at 0.
- The run puts the total setup violations reported at the end of the flow at 2.
- Setup repair after global routing could not meet its margin everywhere.
- The run gives the number of endpoints with negative hold slack in the final report as 0.
- The run puts the worst-margin pin slew at between 0.8 and 0.9 ns.
- The run gives the worst setup skew after layout as about 0.0051 ns.
- The run gives the relative slew slack as around 43%.
- The run puts the final critical-path required period at a little under 7 ns.
- The run gives the maximum frequency from static timing analysis as about 150 MHz.
- Hold is met by ~0.54 ns.

Synthesis:
- For reference, the top cells by area after synthesis are sky130_fd_sc_hd__edfxtp_1 35%, sky130_fd_sc_hd__ha_1 6.0%, sky130_fd_sc_hd__xnor2_1 3.8%.
- The run puts the number of distinct library cells after synthesis at approximately 76.
- After synthesis, flip-flops and latches occupy about 38% of the total area.
- The synthesized design contains 48 enable-type register cells.
- The run gives the number of cells in Yosys stat as approximately 420.
- The run gives the dominant register cell in the synthesized netlist as sky130_fd_sc_hd__edfxtp_1.
- For this run, the chip area from Yosys synthesis comes to just over 4000 um^2.
- The average instance in the mapped netlist occupies a little under 10 um^2.
- The run puts the number of instances in the synthesized netlist at between 400 and 500.
- The run gives the mapped cell area as 4150 um^2.
- The run gives the synthesis warning total as 1.
- The run puts the proportion of netlist area held by the largest area contributor at 34.7%.
- The run gives the synthesis-stage register bit count as ~53.
- Of all cell types, the one taking the most synthesized area is sky130_fd_sc_hd__edfxtp_1.
- The run gives the async set-or-reset flop fraction in the synthesized netlist as 9.43%.

Placed design:
- The run puts the pre-CTS worst setup slack at -0.0429 ns.
- At the end of routability-driven placement, the weighted congestion stood at 0.839.
- The run puts the HPWL reported at the end of detailed placement at 7350 um.
- The run gives the total placed instance area as 5120 um^2.
- The run puts the total of buffers placed on input and output ports at 52.

Global routing:
- Global routing used 14.2% of the available tracks.
- The run puts the via count of the first global-routing pass at approximately 3200.
- The run puts the initial antenna violation count at 0.
- The run puts the largest net degree at the start of global routing at 24.
- The first global-routing pass estimated between 15000 and 20000 um of wire.
- The run puts the overall overflow remaining after global route at 0.

Setup path:
- The run puts the highest cell delay on the worst timing path at roughly 0.52 ns.
- The run gives the type of the setup path with the least slack as reg -> reg.
- The run gives the arrival time reported for the critical path endpoint as 6.81 ns.
- The run puts the slack of the worst reg-to-reg path at -0.08 ns.
- The run gives the endpoint class of the critical path as a flip-flop.
- On the critical path, the stage with the largest delay is an instance of sky130_fd_sc_hd__or4_1.
- The run puts the critical path data required time at just under 7 ns.
- The worst setup path is launched from a flip-flop.
- Per the timing report, the biggest fanout along the worst path comes to 8.

Drt:
- After detailed routing, the average wire length per cell comes to between 10 and 15 um.
- The run gives the detailed-router iteration count before antenna repair as 4.
- The wire length recorded after detailed routing is 9780 um.
- After the first detailed-routing iteration, the DRC count stood at 196.
- The run gives the number of nets with antenna violations after detailed routing as 0.
- The run gives the average vias per placed instance as between 5 and 6.
- The run puts the number of diodes at 0.
- The run puts the remaining design rule violation count at 0.
- The run gives the total via count after detailed routing as around 3400.

Cells and area:
- The post-route utilization of the core is recorded as between 40 and 50%.
- The run puts the fraction of layout instances using a drive strength above 1 at between 20% and 30%.
- The run gives the number of fill cells as around 1300.
- The run gives the sequential standard cell area as approximately 1600 um^2.
- The flow measured a signed area growth from synthesis to layout of 31.4%.
- The run puts the footprint of the multi-input gates at ~2600 um^2.
- The run puts the summed area of non-filler cells in the final layout at between 5000 and 6000 um^2.

Run:
- The run puts the count of warning messages emitted by the tools at 30.
- The run gives the max-cap violation count as 0.

Min path:
- The worst hold path belongs to the class reg -> reg.

Run status:
- The run finished, with violations left.
- The final reports fail on negative setup slack.
## metrics by stage
step | TNS, ns | std cells
after floorplan | -0.481 | 419
after global placement | 0 | 659
after detailed placement | -0.0729 | 659
after CTS | 0 | 667
after global routing | -0.957 | 675
final | -0.147 | 675
## layout make-up
cell class | instances | share of cell area, %
multi-input cells | 324 | 47.7
flip-flops and latches | 53 | 28.7
repair buffers | 93 | 15.3
well taps | 176 | 4.04
clock buffers | 5 | 2.29
inverters | 21 | 1.49
clock inverters | 3 | 0.459
## worst paths after layout
check	from	depth (start not counted)	end
worst min register to register	temp_addr_i[2]$_SDFFCE_PN0P_	2	address[2]$_DFFE_PP_
min in group asynchronous	reset_n	1	state[0]$_DFF_PN0_
worst max register to register	address[7]$_DFFE_PP_	33	temp_addr_j[7]$_SDFFCE_PN0P_
max in group asynchronous	reset_n	1	state[3]$_DFF_PN0_
worst max-delay path	address[7]$_DFFE_PP_	33	temp_addr_j[7]$_SDFFCE_PN0P_
worst min-delay path	temp_addr_i[2]$_SDFFCE_PN0P_	2	address[2]$_DFFE_PP_
## Yosys cell counts, drive strengths merged, types with 2 or more instances
| library cell | count |
|---|---|
| a211oi | 6 |
| nor2 | 42 |
| dfrtp | 5 |
| buf | 8 |
| nor3 | 5 |
| nand3 | 18 |
| fa | 2 |
| nor2b | 4 |
| a22o | 8 |
| o21ai | 24 |
| a22oi | 8 |
| o21bai | 5 |
| or4 | 2 |
| o211ai | 10 |
| clkbuf | 13 |
| a31oi | 5 |
| edfxtp | 48 |
| inv | 20 |
| nand4b | 2 |
| ha | 20 |
| a211o | 2 |
| o221ai | 5 |
| and3 | 6 |
| nand4 | 3 |
| a32o | 2 |
| a21oi | 20 |
| mux2 | 2 |
| xnor2 | 18 |
| and3b | 4 |
| or2 | 3 |
| nor4b | 2 |
| and2 | 22 |
| nand2b | 4 |
| xor2 | 4 |
| mux2i | 13 |
| a21o | 7 |
| nand2 | 16 |
| o22ai | 3 |
| o21a | 4 |
## worst max-delay path: cells and delay by family, from the launching register on
| kind | cells | cell delay [ns] |
|---|---|---|
| buffers and inverters | 1 | 0.05 |
| XOR/XNOR | 1 | 0.15 |
| flip-flops | 1 | 0.46 |
| AND-OR/OR-AND | 18 | 3.36 |
| adder cells (fa/ha/maj) | 4 | 1.01 |
| AND/OR/NAND/NOR | 9 | 1.48 |
## what timing repair did
| item | 4_1_cts | 5_1_grt |
|---|---|---|
| hold buffers | 0 | 0 |
| resized | 1 | 23 |
| endpoints found under the setup margin | 2 | 4 |
| pin swaps | 2 | 21 |
| buffers inserted | 0 | 8 |
## layer usage
layer | track usage, % | up-vias | wire length (um)
met5 | 0 | - | 0
met4 | 1.02 | 0 | 72
met3 | 1.99 | 8 | 367
met2 | 21.6 | 69 | 4400
met1 | 23.1 | 1606 | 4950
li1 | - | 1746 | -
## registers in the layout, indices dropped and copies added, names as in the netlist
signal / count
data: 8
temp_addr_i: 8
state: 5
address: 8
temp_val_j: 8
temp_addr_j: 8
temp_val_i: 8
## kinds of logic (layout without fill, tap and decap cells)
family / count (synthesis) / in the layout / synth area share [%]
AOI/OAI and AO/OA: 122 / 122 / 22.7
xor gates and xnor gates: 22 / 22 / 4.64
adders and majority gates: 22 / 22 / 6.99
buffers and inverters: 42 / 122 / 4.46
DFF: 53 / 53 / 37.7
muxes: 15 / 15 / 3.68
and+or+nand+nor: 143 / 143 / 19.8
## cells in the final DEF (no fill, tap or decap), types with 3 or more instances in the layout
master	instances
sky130_fd_sc_hd__ha_1	17
sky130_fd_sc_hd__clkbuf_16	5
sky130_fd_sc_hd__a22oi_1	6
sky130_fd_sc_hd__and3_1	6
sky130_fd_sc_hd__nor2_1	38
sky130_fd_sc_hd__and2_1	21
sky130_fd_sc_hd__nor3_1	3
sky130_fd_sc_hd__buf_4	40
sky130_fd_sc_hd__xnor2_1	16
sky130_fd_sc_hd__nand3_1	17
sky130_fd_sc_hd__clkdlybuf4s50_1	52
sky130_fd_sc_hd__o21ai_1	5
sky130_fd_sc_hd__nand4_1	3
sky130_fd_sc_hd__a211oi_2	3
sky130_fd_sc_hd__a21oi_2	3
sky130_fd_sc_hd__inv_1	19
sky130_fd_sc_hd__or2_2	3
sky130_fd_sc_hd__a21o_1	7
sky130_fd_sc_hd__a211oi_1	3
sky130_fd_sc_hd__o21ai_0	15
sky130_fd_sc_hd__a21oi_1	16
sky130_fd_sc_hd__o21ai_2	3
sky130_fd_sc_hd__nand2_1	15
sky130_fd_sc_hd__o221ai_1	4
sky130_fd_sc_hd__nand2b_1	4
sky130_fd_sc_hd__nor2b_1	4
sky130_fd_sc_hd__o22ai_1	3
sky130_fd_sc_hd__and3b_1	4
sky130_fd_sc_hd__edfxtp_1	48
sky130_fd_sc_hd__o211ai_1	8
sky130_fd_sc_hd__dfrtp_1	5
sky130_fd_sc_hd__nor2_4	3
sky130_fd_sc_hd__xor2_1	4
sky130_fd_sc_hd__mux2i_1	11
sky130_fd_sc_hd__a22o_1	8
sky130_fd_sc_hd__o21bai_1	5
