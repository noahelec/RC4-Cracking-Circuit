==> design/flow/design.v <==
module computeEncryptedByte(  
    input logic start,        
    input logic clk,          
    input logic reset_n,      
    output logic [7:0] e_address = 8'b0,  
    input logic [7:0] e_q,                 
    output logic [7:0] s_data = 8'b0,      
    output logic [7:0] s_address = 8'b0,   
    output logic s_wren,                   
    input logic [7:0] s_q,                 
    output logic [7:0] d_data = 8'b0,      
    output logic [7:0] d_address = 8'b0,   
    output logic d_wren,                   
    output logic invalid_ascii = 1'b0,     
    output logic finish                    
);
    localparam idle = 7'b0000_000;
    localparam increment_i = 7'b0001_000;
    localparam read_s_i = 7'b0010_000;
    localparam wait_s_i = 7'b0011_000;
    localparam update_j = 7'b0100_000;
    localparam read_s_j = 7'b0101_000;
    localparam wait_s_j = 7'b0110_000;
    localparam swap1 = 7'b0111_000;
    localparam swap2 = 7'b1000_010;
    localparam read_for_f = 7'b1001_010;
    localparam wait_for_f = 7'b1010_000;
    localparam read_from_rom = 7'b1011_000;
    localparam wait_for_rom = 7'b1100_000;
    localparam compute_and_output = 7'b1101_000;
    localparam check_if_valid = 7'b1110_100;
    localparam done = 7'b1111_001;
    logic [6:0] state = idle;
    logic [7:0] i, data_at_i, j, data_at_j, f;
    logic [7:0] temp = 8'b0;
    parameter message_length = 32;
    logic [7:0] k = 8'b0;
    assign finish = state[0];
    assign s_wren = state[1];
    assign d_wren = state[2];
    always_ff @(posedge clk or negedge reset_n) begin
        if (!reset_n) 
            state <= idle;  
        else 
            case (state)
                idle: 
                    if (start) begin
                        state <= increment_i;
                        i <= 8'b0;
                        j <= 8'b0;
                        k <= 8'b0;
                        invalid_ascii <= 1'b0;
                    end else begin    
                        state <= idle;
                    end
                increment_i: 
                    begin
                        state <= read_s_i;
                        i <= i + 1;
                    end
                read_s_i: 
                    begin
                        state <= wait_s_i;
                        s_address <= i;
                    end
                wait_s_i: 
                    state <= update_j;
                update_j: 
                    begin
                        state <= read_s_j;
                        data_at_i <= s_q;
                        j <= j + s_q;
                    end
                read_s_j: 
                    begin
                        state <= wait_s_j;
                        s_address <= j;
                    end
                wait_s_j: 
                    state <= swap1;
                swap1: 
                    begin
                        state <= swap2;
                        data_at_j <= s_q;
                        s_address <= i;
                        s_data <= s_q;
                        temp <= data_at_i;
                    end
                swap2: 
                    begin
                        state <= read_for_f;
                        data_at_i <= s_q;
                        s_address <= j;
                        s_data <= temp;
                    end
                read_for_f: 
                    begin
                        state <= wait_for_f;
                        data_at_j <= s_q;
                        s_address <= temp + data_at_i;
                    end
                wait_for_f: 
                    state <= read_from_rom;
                read_from_rom: 
                    begin
                        state <= wait_for_rom;
                        f <= s_q;
                        e_address <= k;
                    end
                wait_for_rom: 
                    state <= compute_and_output;
                compute_and_output: 
                    begin   
                        state <= check_if_valid;
                        d_address <= k;
                        d_data <= f ^ e_q;  
                    end
                check_if_valid: 
                    begin
                        if ((d_data < 8'd97 || d_data > 8'd122) && (d_data != 8'd32)) begin
                            invalid_ascii <= 1'b1;  
                            state <= done;
                        end else begin
                            invalid_ascii <= 1'b0;
                            if (k == message_length - 1) 
                                state <= done;
                            else begin
                                k <= k + 1;
                                state <= increment_i;
                            end
                        end     
                    end 
                done: 
                    begin
                        state <= idle;
                        s_address <= 8'b0;
                        s_data <= 8'b0;
                        d_address <= 8'b0;
                        d_data <= 8'b0;
                    end
                default: 
                    state <= idle;
            endcase
    end
endmodule
==> design/flow/run.sh <==
#!/bin/bash
# OpenROAD 26Q1-2900-gdf79404cd8, Yosys 0.63+post, stock flow scripts
make -C /OpenROAD-flow-scripts/flow DESIGN_CONFIG=/design/flow/config.mk WORK_HOME=/design/flow/orfs finish
==> design/flow/config.mk <==
export PLATFORM = sky130hd
export DESIGN_NAME = computeEncryptedByte
export DESIGN_NICKNAME = computeEncryptedByte
export VERILOG_FILES = /design/flow/design.v
export SDC_FILE = /design/flow/constraint.sdc
export NUM_CORES = 4
export LEC_CHECK = 1
export CORE_UTILIZATION = 50
==> design/flow/constraint.sdc <==
current_design computeEncryptedByte

set clk_period 5.9
set clk_io_pct 0.2

create_clock -name clk0 -period $clk_period [get_ports {clk}]

set non_clock_inputs [all_inputs -no_clocks]
set_input_delay [expr $clk_period * $clk_io_pct] -clock clk0 $non_clock_inputs
set_output_delay [expr $clk_period * $clk_io_pct] -clock clk0 [all_outputs]
==> results.json <==
{
  "clk_pin_slew_ns": 0.09,
  "timing.final.crit_share_pct": 52.6,
  "rsz0062_at_grt": "no",
  "avgSynthCellArea_um2": 12.9,
  "cp.required_ns": 6.00,
  "cts.sinks": 96,
  "synth.distinct_cells": 53,
  "hold_path.class": "reg2reg",
  "postSynthCellCount": 358,
  "gp_congestion": 0.942,
  "path_max_fanout": 5,
  "ir_drop_mv": 0.154,
  "cp-end-kind": "register",
  "fp.dieW_um": 98.3,
  "insertion_delay_ns": 0.35,
  "cp_common_cell": "a21o_1",
  "cts_buffers": 9,
  "cts_tree": "yes",
  "edf_count": 89,
  "die_area_um2": 9660,
  "syn_area_um2": 4630,
  "areaGrowthSynthToFinish_pct": 19.8,
  "async_reset_ff_share_pct": 7.29,
  "worst_pin_slew_ns": 0.851,
  "maxSlewHeadroom_pct": 43.3,
  "arrival_ns": 3.21,
  "synth_seq_share_pct": 61.4,
  "grt_pass1_wl_um": 14600,
  "critical_path_class": "in2reg",
  "track_usage_pct": 21.0,
  "synth-main-ff-cell": "edfxtp_1",
  "critical_path.cell_chain": "clkdlybuf4s50_1, ha_1, a21o_1, a21o_1, a2111oi_0, o21bai_1, mux2_2",
  "tool_warnings": 26,
  "min_period_ns": 3.10,
  "firstDrtPassIters": 26,
  "overflow": 0,
  "cp-start-kind": "primary input",
  "hold_buffers": 0,
  "slowest_delay_ns": 0.58,
  "drt_iter0_markers": 100,
  "drv_cap": 0,
  "floorplan.core_util_pct": 52.4,
  "ys_cells": 358,
  "die_height_um": 98.3,
  "ant_nets": 0,
  "num_rows": 34,
  "ioPinCount": 63,
  "power_leakage_nw": 2.04,
  "fin_skew_ns": 0.00846,
  "achievable-frequency_mhz": 322,
  "grt_max_degree": 20,
  "setup_tns_ns": 0,
  "htree_num_levels": 3,
  "grt_pass1_vias": 2832,
  "drc_errors": 0,
  "yosysWarnings": 1,
  "dr_total_vias": 2983,
  "via_per_inst": 5.59,
  "root_buffer": "clkbuf_8",
  "power_w": 0.00181,
  "yosys-stat-area_um2": 4630,
  "postCtsSetupRepairBufs": 0,
  "status": "finished clean",
  "core_area_um2": 8850,
  "setup_viol": 0,
  "postRouteWirelength_um": 9130,
  "clock_tree.buffer_depth": 2,
  "maxSlewViolCount": 0,
  "hold_viol_final": 0,
  "port_buffers": 62,
  "wire_per_inst_um": 17.1,
  "diodes": 0,
  "antenna_found_initial": 0,
  "critPathSlowestCell": "clkdlybuf4s50_1",
  "ctsResizeCount": 0,
  "power_density_nw_per_um2": 326,
  "final.fill_count": 678,
  "synth_flops": 96,
  "hpwl_um": 6440,
  "drive_gt1_share_pct": 6.10
}
-- layout by cell type, fill, tap and decap left out, drive strengths merged, types with 8 or more instances in the layout --
cell	n
edfxtp	89
clkdlybuf4s50	62
nor2	37
xnor2	18
o21ai	17
ha	16
nand3	15
a21oi	14
inv	14
xor2	12
nor2b	11
nand2	10
clkbuf	10
nor3	10
a22o	9
a21o	8
-- cell type report --
| cell class | count | area [um2] | share of cell area (%) |
|---|---|---|---|
| well taps | 108 | 135 | 2.43 |
| clock inverters | 6 | 90.1 | 1.62 |
| inverters | 12 | 45.0 | 0.811 |
| repair buffers | 63 | 628 | 11.3 |
| flip-flops and latches | 96 | 2850 | 51.3 |
| clock buffers | 10 | 128 | 2.30 |
| multi-input cells | 239 | 1680 | 30.3 |
-- critical path: cells and delay by family --
| family | cells | cell delay [ns] |
|---|---|---|
| compound gates | 4 | 0.92 |
| buf+inv | 1 | 0.58 |
| fa+ha+maj | 1 | 0.27 |
| mux | 1 | 0.27 |
-- power breakdown --
part	leakage, nW	internal [W]	switching (W)
Sequential	0.906	0.000845	0.0000936
Clock	0.107	0.000241	0.000228
Combinational	1.02	0.000191	0.000212
Total	2.04	0.00128	0.000534
-- synthesized netlist by cell type, types with 9 or more instances --
cell,instances,area (um2)
a21oi_1,14,70.1
a22o_1,9,78.8
edfxtp_1,89,2670
ha_1,16,200
inv_1,12,45.0
nand2_1,10,37.5
nand3_1,14,70.1
nor2_1,36,135
nor2b_1,11,68.8
o21ai_0,17,85.1
xnor2_1,18,158
xor2_1,12,105
-- kinds of logic (layout without fill, tap and decap cells) --
kind of cell / count (synthesis) / after routing / share of synthesized area, %
buf+inv: 23 / 91 / 2.29
simple gates: 113 / 113 / 13.3
compound gates: 75 / 75 / 11.4
fa+ha+maj: 18 / 18 / 5.18
mux: 3 / 3 / 0.675
flops: 96 / 96 / 61.4
xor+xnor: 30 / 30 / 5.67
-- worst paths after layout --
kind | endpoint | slack, ns | depth (start not counted) | from
worst max register to register | k[2] | 3.21 | 4 | state[5]
worst max-delay path | j[7] | 2.80 | 7 | s_q[1]
worst min-delay path | temp[4] | 0.46 | 0 | data_at_i[4]
max in group asynchronous | state[3] | 4.34 | 1 | reset_n
worst min register to register | temp[4] | 0.46 | 0 | data_at_i[4]
min in group asynchronous | state[0] | 1.18 | 1 | reset_n
-- registers in the layout, summed over array words and instances (netlist names) --
signal,cells
invalid_ascii,1
state,7
s_data,8
j,8
k,8
d_data,8
temp,8
i,8
d_address,8
s_address,8
data_at_i,8
e_address,8
f,8
-- per-stage QoR --
stage / worst slack (ns) / instance area (um2) / hold WS [ns] / cells / utilization [%]
floorplan: 3.10 / 4630 / 0.433 / 358 / -
global placement: 2.47 / 5340 / 0.438 / 518 / 60.3
detailed placement: 2.43 / 5340 / 0.443 / 518 / 60.3
CTS: 2.82 / 5550 / 0.465 / 534 / 62.8
global route: 2.71 / 5550 / 0.467 / 534 / 62.8
finish: 2.80 / 5550 / 0.463 / 534 / 62.8
-- metal layers --
layer | global-route usage, % | share of wire (%) | wire length (um) | vias up
li1 | - | - | - | 1465
met1 | 37.5 | 49 | 4440 | 1414
met2 | 30.9 | 46 | 4170 | 96
met3 | 4.29 | 4.7 | 432 | 8
met4 | 2.41 | 0.99 | 90 | 0
met5 | 0 | 0 | 0 | -
Power is estimated from default activity; no workload was simulated.
