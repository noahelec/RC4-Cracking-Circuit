$ cat flow/design.v
module controller_fsm_lab4 (input logic clk, reset_n, invalid_ascii,
						input logic finish_init, finish_shuffle, finish_compute, 
						output logic start_init, start_shuffle, start_compute,
						output logic [9:0] LEDR,
						output logic [23:0] secret_key);
    parameter IDLE = 4'b0000;
    parameter INITIAL = 4'b0001;
    parameter SHUFFLE = 4'b0010;
    parameter COMPUTE = 4'b0100;
    parameter DONE = 4'b1000;
    logic [3:0] state  ;
    assign start_init = state[0];
    assign start_shuffle = state[1];
    assign start_compute = state[2];
    always_ff @(posedge clk or negedge reset_n) begin
        if (!reset_n) begin  
            state <= IDLE;
            secret_key <= 24'b0;
            LEDR <= 10'b0;
        end else begin
            case(state)
                IDLE: 
                    state <= INITIAL;
                INITIAL: 
                    if (finish_init) 
                        state <= SHUFFLE;
                    else 
                        state <= INITIAL;
                SHUFFLE: 
                    if (finish_shuffle) 
                        state <= COMPUTE;
                    else 
                        state <= SHUFFLE;
                COMPUTE: begin
								if (finish_compute && invalid_ascii && secret_key < 24'd16777215) begin  
									state <= INITIAL;
									secret_key <= secret_key + 1;
								end
								else if(finish_compute && !invalid_ascii) begin  
									LEDR[0] <= 1;
									state <= DONE;
								end
								else if(finish_compute && secret_key == 24'd16777215) begin  
									LEDR[1] <= 1;
									state <= DONE;
								end
								else state <= COMPUTE;
							end
                DONE: 
                    state <= DONE;
                default: 
                    state <= IDLE;
            endcase
        end
    end
endmodule
$ cat flow/run.sh
#!/bin/bash
# OpenROAD 26Q1-2900-gdf79404cd8, Yosys 0.63+post, stock flow scripts
make -C /OpenROAD-flow-scripts/flow DESIGN_CONFIG=/design/flow/config.mk WORK_HOME=/design/flow/orfs finish
$ cat flow/config.mk
export PLATFORM = sky130hd
export DESIGN_NAME = controller_fsm_lab4
export DESIGN_NICKNAME = controller_fsm_lab4
export VERILOG_FILES = /design/flow/design.v
export SDC_FILE = /design/flow/constraint.sdc
export NUM_CORES = 4
export LEC_CHECK = 1
export CORE_UTILIZATION = 30
$ cat flow/constraint.sdc
current_design controller_fsm_lab4

set clk_period 3.1
set clk_io_pct 0.2

create_clock -name clk0 -period $clk_period [get_ports {clk}]

set non_clock_inputs [all_inputs -no_clocks]
set_input_delay [expr $clk_period * $clk_io_pct] -clock clk0 $non_clock_inputs
set_output_delay [expr $clk_period * $clk_io_pct] -clock clk0 [all_outputs]
==> run notes <==
Figures from the implementation reports.

- The floorplan step records an initial core utilization of 32.0%.
- The final hold violation count is 0.
- The data arrival at the endpoint of the critical path reads 2.31 ns.
- The class of the tightest hold or removal check is flop to flop.
- The first routing iteration left 64 violations.
- The CTS tree reads yes.
- The peak fanout along the critical path reads 14.
- The die covers 5470 sq um.
- The dominant register cell reads dfrtp_1.
- The row count is 25.
- Per the OpenROAD floorplan log, the width of the die is 73.9 um.
- The worst setup path is captured at a flop.
- The number of register bits inferred by synthesis is 30.
- The routed design shows a via density per instance of 4.72.
- The number of synthesis warnings reads 1.
- The run finished with clean final reports.
- The core utilization of the finished layout is 41.8%.
- Sequential elements use 48.3% of the synthesized area.
- The longest individual stage delay on the worst path reads 0.55 ns.
- The proportion of synthesized area in mux cells is 2.18%.
- The clock reaches the later pin of the worst-skew pair after 0.28 ns.
- Across all stage logs, warnings added up to 25.
- The mapped netlist covers 1550 sq um.
- Setup repair after global routing left no endpoint under its margin.
- Per the post-run analysis, buffers plus inverters along the critical path come to 1.
- The first global-routing pass estimated 5.09 mm of wire.
- The number of flops mapped to enable cells by yosys reads 0.
- The clock buffer count from CTS reads 5.
- The routed via count is 1167.
- The time the final worst path needs with I/O delays and setup is 2.15 ns.
- The number of gates resized after CTS reads 0.
- The synthesized netlist contains 40 unique library cells.
- The largest buffer count on any clock path is 2.
- CTS built an H-tree with a depth of 2.
- The congestion estimate from routability-driven global placement came to 0.841.
- The peak supply drop is 0.000200 V.
- The final-report max-slew violation count is 0.
- The total detailed-routing wirelength is 3.10 mm.
- The core area is 4850 sq um.
- The clock-pin slew reported for the worst setup and hold paths after clock tree synthesis is 0.06 ns.
- The cell with the largest stage delay on the worst path reads clkdlybuf4s50_1.
- The antenna violation net count after detailed routing is 0.
- The worst clock skew reads 0.00402 ns.
- The number of detailed-route iterations in the first pass reads 4.
- The total setup violations reported at the end of the flow reads 0.
- The combined flip-flop and latch cell area reads 751 sq um.
- Per the summary, power density relative to cell area is 463 nW/um^2.
- The post-synthesis average cell area is 11.0 sq um.
- The and-or/or-and share of the synthesized area is 5.48%.
- The worst relative slew slack reads 56.9%.
- The area fraction of the largest cell type after synthesis is 48.3%.
- The aggregate negative setup slack is 0 ns.
- The routed design ends up with an antenna cell count of 0.
- Yosys stat counts 141 cells in the synthesized netlist.
- The post-synthesis adder-cell area fraction reads 0.806%.
- The half-perimeter wire length after detailed placement reads 2.24 mm.
- The startpoint class of the critical path reads an input port.
- Per the post-synthesis report, the number of cells in the design is 141.
- dfrtp_1 takes more of the synthesized area than any other cell.
- The overall power after layout is 0.000939 W.
- Sorting the synthesized cells by area gives the leading types as dfrtp_1 48%, xnor2_1 9.6%, buf_4 3.9%, nand4_1 3.6%, nand2_1 2.7%.
- The critical path start-end classification reads input port to flop.
- The static leakage is 0.857 nW.
- The async set-reset flop share out of synthesis reads 100%.
- The total area of multi-input combinational cells reads 748 sq um.
- The post-CTS setup-driven buffer insertion count is 0.
- The number of sinks on the clock net is 30.
- TritonRoute reported its final design rule violation total as 0.
- According to the Yosys statistics, the synthesized design has a chip area of 1550 sq um.
- Data on the critical path is required at its endpoint by 3.26 ns.
- The hold buffer count at CTS is 0.
- The kind of cell with the highest combined delay on the critical path is buffers and inverters.
- Based on the critical path, the design can be clocked at up to 464 MHz.
- The reported max-cap violation count reads 0.
- At the pin with the least slew margin, the transition time is 0.647 ns.
- Summed over all layers, the global routing overflow is 0.
- The buffer cell driving the clock tree root is clkbuf_8.
- In the finished design, the share of the clock period the worst path needs comes to 69.5%.
- For this design the top-level I/O count stands at 43.
- The initial antenna violation count reads 0.
- The simple-gate share of the synthesized area is 27.1%.
- Fill cells in the final layout number 455.
- Walking the worst path, the cells encountered are clkdlybuf4s50_1 > nand4_4 > a21oi_2 > mux2_2.
- The largest net degree at the start of global routing reads 31.
- The dominant non-sequential cell family after synthesis reads simple AND/OR/NAND/NOR gates.
- The die outline height is 73.9 um.
- The routed design shows a wire length per standard cell of 12.6 um.
- Of the cells placed in the final design, the portion with a size suffix greater than 1 is 11.1%.
- The number of global-route vias before repair reads 1166.
- The number of port buffers reads 34.
- Summing the areas of all xor and xnor instances in the mapped netlist gives 10.7% of the synthesized area.
- The area growth from synthesis to layout reads 30.6%.
- The global routing usage summed across all routing layers is 12.2%.
==> flip-flops by register name (all words and copies together), names as in the netlist <==
| signal | count |
|---|---|
| state | 4 |
| secret_key | 24 |
| LEDR | 2 |
==> metrics by stage <==
step	area [sq um]	hold WS (ns)	setup slack, ns	cells
2_1_floorplan	1580	0.324	1.34	148
3_3_place_gp	1950	0.440	0.683	241
3_5_place_dp	1950	0.448	0.685	241
4_1_cts	2030	0.463	0.967	247
5_1_grt	2030	0.495	0.864	247
6_report	2030	0.460	0.945	247
==> path summary, 6_finish.rpt <==
kind	slack, ns	cells after the start	end	start
worst min register to register	0.46	1	LEDR[0]$_DFFE_PN0P_	LEDR[0]$_DFFE_PN0P_
max in group asynchronous	2.09	2	secret_key[12]$_DFFE_PN0P_	reset_n
worst min-delay path	0.46	1	LEDR[0]$_DFFE_PN0P_	LEDR[0]$_DFFE_PN0P_
min in group asynchronous	0.73	2	state[2]$_DFF_PN0_	reset_n
worst max-delay path	0.95	4	secret_key[1]$_DFFE_PN0P_	finish_compute
worst max register to register	1.06	6	secret_key[3]$_DFFE_PN0P_	secret_key[0]$_DFFE_PN0P_
==> logic make-up (layout without fill, tap and decap cells) <==
kind of cell | count (synthesis) | in the layout
other | 1 | 8
DFF | 30 | 30
adders and majority gates | 1 | 1
buffers and inverters | 13 | 45
AOI/OAI and AO/OA | 11 | 11
and+or+nand+nor | 63 | 63
xor gates and xnor gates | 19 | 19
muxes | 3 | 3
==> cell type report <==
class	instances	share of cell area (%)
Sequential cell	30	37.0
Timing Repair Buffer	35	17.1
Tap cell	67	4.13
Multi-Input combinational cell	105	36.9
Inverter	4	0.740
Clock buffer	6	4.07
==> synthesized netlist by cell type (all sizes together) (2+ instances only) <==
cell type,instances
xnor2,17
dfrtp,30
buf,9
xor2,2
a21oi,2
and3,4
a21o,2
and4,2
mux2,3
nor3,9
nor4,3
inv,4
nand2,11
nor2,7
nand4,12
nand3,10
==> worst reg2reg max path, cell delays in order, from the launching register on <==
cell,delay [ns]
dfrtp_1,0.44
ha_1,0.24
nand3_1,0.18
nor4_1,0.36
a21oi_2,0.27
and4_1,0.28
xor2_1,0.14
==> cells in the final DEF, fill, tap and decap left out, types with 4 or more instances in the layout <==
cell	count
conb_1	8
xnor2_1	17
clkbuf_8	6
nor3_1	7
nand3_1	8
nand2_1	11
nor2_1	7
nand4_1	9
and3_1	4
clkdlybuf4s50_1	34
inv_1	4
dfrtp_1	30
==> power breakdown <==
part / switching, W / internal, W / total [W]
clock network: 0.000133 / 0.000171 / 0.000303
logic: 0.0000505 / 0.000102 / 0.000152
registers: 0.0000557 / 0.000427 / 0.000483
total: 0.000239 / 0.000700 / 0.000939
==> routing by layer <==
layer,global-route usage (%),part of all wire [%],vias up
li1,-,-,570
met1,17.6,49,556
met2,19.3,44,34
met3,3.16,6.1,7
met4,2.56,1.8,0
met5,0,0,-
Power figures rest on the tool's default switching activity, not on a simulated workload.
